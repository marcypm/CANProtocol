`design.v`:
```
module pad(
    clk,
    rst,
    memAddrLine,
    memDataLine,
    dataLen,
    start,
    finish
);
parameter DATA_WIDTH=8;
parameter ADDR_WIDTH=10;
parameter BLOCK_SIZE=64; 
input clk,rst;
input [DATA_WIDTH-1:0] dataLen;
output [ADDR_WIDTH-1:0] memAddrLine;
inout [DATA_WIDTH-1:0]memDataLine;
input start;
output finish;
reg finish;
reg write;
reg [DATA_WIDTH-1:0] dataOut;
reg [DATA_WIDTH-1:0] ctr;
reg [ADDR_WIDTH-1:0] addrOut;
assign memDataLine = (write)? dataOut:8'bz;
assign memAddrLine = (write)? addrOut:10'bz;
always @(posedge clk) begin
    if(rst) begin
        finish<=0;
        addrOut<=0;
        ctr = 0;
        write =0;
    end else if(start && !finish) begin
        addrOut<=dataLen+ctr;
        write <= 1;
        if(dataLen+ctr >= BLOCK_SIZE) begin
            finish <= 1;
            write = 0;
        end else if(dataLen+ctr == BLOCK_SIZE-1) begin
            dataOut <= dataLen*8;
        end else if(ctr ==0) begin
            dataOut <= 8'h80;
        end else begin
            dataOut <= 8'h00;
        end
        ctr = ctr+1;
    end else begin
        write <=0;
    end
end
endmodule
```
`run.sh`:
```
#!/bin/bash
# OpenROAD 26Q1-2900-gdf79404cd8, Yosys 0.63+post, stock flow scripts
make -C /OpenROAD-flow-scripts/flow DESIGN_CONFIG=/design/flow/config.mk WORK_HOME=/design/flow/orfs finish
```
`config.mk`:
```
export PLATFORM = sky130hd
export DESIGN_NAME = pad
export DESIGN_NICKNAME = pad
export VERILOG_FILES = /design/flow/design.v
export SDC_FILE = /design/flow/constraint.sdc
export NUM_CORES = 4
export LEC_CHECK = 1
export CORE_AREA = 10 10 72 72
export DIE_AREA = 0 0 82 82
```
`constraint.sdc`:
```
current_design pad

set clk_period 2.8
set clk_io_pct 0.2

create_clock -name clk0 -period $clk_period [get_ports {clk}]

set non_clock_inputs [all_inputs -no_clocks]
set_input_delay [expr $clk_period * $clk_io_pct] -clock clk0 $non_clock_inputs
set_output_delay [expr $clk_period * $clk_io_pct] -clock clk0 [all_outputs]
```
==> flow_metrics.py <==
# Generated from Yosys and OpenROAD reports
metrics = {
    "detailed_routing": {
        "n_antenna_cell": 0,
        "wl_um": 1540,
        "wl_per_cell_um": 10.9,
        "drt_iter0_drc": 58,
        "drc": 0,
        "antenna_left": 0,
        "vias": 550,
        "dr.pass1.iters": 4,
        "viasPerCell": 3.90,
    },
    "clocking": {
        "clk_pin_slew_ns": 0.04,
        "cts_setup_buffers": 0,
        "htree_levels": 1,
        "postCtsHoldBufs": 0,
        "cts_tree": "built",
        "cts-root-buf": "clkbuf_8",
        "clock_latency_ns": 0.23,
        "cts_resized": 0,
        "clkSinkCount": 9,
        "cts_buffers": 3,
        "clock_tree.buffer_depth": 2,
    },
    "critical_path": {
        "crit_type": "primary input to flip-flop",
        "worst-endpoint-arrival_ns": 1.95,
        "cp_max_fo": 8,
        "r2r_cells": 4,
        "start_kind": "primary input",
        "rr_endpoint": "ctr[6]",
        "worstPathRequired_ns": 2.96,
        "rr_startpoint": "ctr[1]",
        "end_kind": "flip-flop",
        "reg2reg_slack_ns": 1.37,
    },
    "yosys": {
        "most_common_cell": "buf_4",
        "ys_sh_adder_pct": 18.1,
        "edf_count": 0,
        "mappedNetlistArea_sq_um": 734,
        "netlist_logic_family_top": "simple AND/OR/NAND/NOR gates",
        "synth_warnings": 3,
        "mux_area_share_pct": 2.90,
        "netlist_top_cells_count": "buf_4, dfxtp_1, ha_1, a21oi_1",
        "ys_cells": 80,
        "synth_cell_types": 31,
        "ys_area_sq_um": 734,
        "ff_type": "dfxtp_1",
        "synth_flops": 9,
        "syn_area_per_cell_sq_um": 9.18,
        "simple_gate_area_share_pct": 19.9,
        "yosys.area.top_type_share_pct": 24.5,
        "synthArstFlopShare_pct": 0,
        "synth_seq_share_pct": 24.5,
        "largest_area_cell": "dfxtp_1",
        "xor_share_pct": 2.39,
        "aoi_share_pct": 12.3,
        "yosys-top-cells-area": "dfxtp_1, buf_4, ha_1",
        "synthCells": 80,
    },
    "worst_hold_path": {
        "min_path_cells": 2,
        "whs_endpoint": "ctr[7]",
        "min_from": "ctr[7]",
        "hold_class": "flip-flop to flip-flop",
    },
    "run": {
        "max_cap_viol_count": 0,
        "warning_count": 27,
    },
    "global_routing": {
        "use_met3_pct": 2.09,
        "met1_usage_pct": 6.02,
        "track_usage_pct": 4.51,
        "grt_pass1_wl_um": 2450,
        "grt_pass1_vias": 540,
        "grt_max_degree": 11,
        "overflow": 0,
        "met2_usage_pct": 6.66,
        "antenna_found_initial": 0,
        "busiest_layer": "met2",
    },
    "power_and_ir_drop": {
        "switching_share_pct": 22.2,
        "p_switching_mw": 0.0741,
        "share_comb_of_total_power_pct": 13.9,
        "internal_power_mw": 0.259,
        "p_seq_share_pct": 41.7,
        "cellLeakagePower_nw": 0.374,
        "clkPwrFrac_pct": 44.4,
        "vdd_drop_max_mv": 0.106,
        "power_density_mw_per_mm2": 381,
    },
    "finish": {
        "n_fill_cell": 396,
        "drive_gt1_share_pct": 7.53,
        "synthToLayoutAreaGrowth_pct": 19.1,
        "finalNonFillerCells": 141,
    },
    "placed_design": {
        "hpwlAfterDp_um": 1230,
        "dp.cells": 137,
        "place_congestion": 0.751,
        "port_buffers": 11,
    },
    "final_timing": {
        "finalCritPeriodShare_pct": 64.2,
        "finalCriticalPeriod_ns": 1.80,
        "timing.fmax_ghz": 0.556,
        "finalSetupViolations": 0,
        "skew_ns": 0.00112,
        "maxSlewViolCount": 0,
        "rsz0062_at_grt": "false",
        "finalHoldViolCount": 0,
        "setup_tns_ns": 0,
    },
    "die": {
        "rows": 22,
        "initial_core_util_pct": 19.9,
        "die_width_um": 82,
        "io_pins": 30,
        "core_sq_mm": 0.00369,
        "die-area_sq_mm": 0.00672,
        "fp.dieH_um": 82,
    },
    "status": {
        "status": "finished, final reports clean",
    },
}
## layout make-up
class,instances,area (sq um),area share (%)
Tap cell,48,60.1,6.87
Multi-Input combinational cell,68,475,54.4
Sequential cell,9,180,20.6
Inverter,1,3.75,0.429
Clock buffer,4,45.0,5.15
Timing Repair Buffer,11,110,12.6
## per-layer routing
metal,wire length (um),vias up
li1,-,277
met1,738,248
met2,665,23
met3,126,2
met4,11,0
met5,0,-
## cells by family after synthesis
kind of cell | Yosys count
DFF | 9
AOI/OAI and AO/OA | 14
xor gates and xnor gates | 2
and+or+nand+nor | 22
muxes | 2
adders and majority gates | 10
other | 1
buffers and inverters | 20
## sequential cells by signal (all words and copies together), names as in the netlist
register  count
ctr           8
finish        1
## power groups by stage
stage	combinational [mW]	clock, mW	sequential (mW)
after CTS	0.0476	0.153	0.139
after global routing	0.0531	0.161	0.140
final	0.0462	0.148	0.139
## worst max-delay path, cell delays in order
cell,delay [ns]
clkdlybuf4s50_1,0.58
nand3b_4,0.13
or4_1,0.53
a21oi_1,0.15
## cell usage in the layout, fill, tap and decap left out, types with 2 or more instances in the layout
cell             instances
a21oi_1                  5
clkbuf_8                 3
clkdlybuf4s50_1         11
conb_1                  18
dfxtp_1                  9
ha_1                     9
nand2_1                  3
nand4_1                  2
nand4b_1                 2
nor2_1                   4
o31ai_1                  4
or4_1                    3
## metrics by stage
step	hold slack, ns	total power, mW	cell area (sq um)	utilization (%)	worst slack, ns
2_1_floorplan	0.456	0.180	798	-	1.29
3_3_place_gp	0.481	0.187	830	22.5	0.800
3_5_place_dp	0.484	0.187	830	22.5	0.780
4_1_cts	0.492	0.339	875	23.7	1.01
5_1_grt	0.529	0.354	875	23.7	0.894
6_report	0.489	0.334	875	23.7	1.00
## worst max-delay path by stage
stage     slack [ns]        from  endpoint  cells after the start
4_1_cts         1.01       start    ctr[5]                      4
5_1_grt         0.89  dataLen[0]    finish                      6
6_report        1.00       start    ctr[5]                      4
Power and IR drop assume default switching activity.
